==> flow/design.v <==
module bubble_sort(
input clk,
input rst_n,
input [63:0] data,
input en,
output logic [7:0] data_o,
output logic [63:0] data_sort_o,  
output logic wr_en, 
output logic last
);
logic [7:0]L,H; 
logic [7:0]L_nxt,H_nxt;
logic [1:0] state;
logic [1:0] state_nxt;
logic last_nxt;
logic wr_en_nxt;
logic [63:0] data_o_nxt;
logic [7:0] A_nxt;
logic [7:0] A;
logic [7:0] B_nxt;
logic [7:0] B;
logic en_reg;
logic [7:0] _max_nxt;
logic [7:0] _max_;
logic [63:0] data_in;
logic [63:0] data_in_reg;
logic [63:0] data_reg;
logic [63:0] data_reg0,data_reg1;
logic rdy_nxt;
logic rdy;
assign data_sort_o=data_in_reg;
assign state_nxt[0]=(B_nxt>=A_nxt);
assign state_nxt[1]=B_nxt<A_nxt;
assign last_nxt=(_max_nxt==1);
assign rdy_nxt=en_reg?1'b0:(last)?1'b1:rdy;
always@(*) begin
  data_in=data_in_reg;
  H_nxt=H;
  L_nxt=L;
  wr_en_nxt=1'b0;
  data_o_nxt=data_o;
  _max_nxt=_max_;
  if(H!=_max_) begin
    case(state)
    2'b01:begin
            H_nxt=H+1'b1; L_nxt=L;   
          end
    2'b10:begin
            L_nxt=H;H_nxt=H+1'b1;
          end
    endcase
  end
  else begin 
            H_nxt=1'b1;L_nxt=0;_max_nxt=_max_-1;
            wr_en_nxt=1'b1;
      case(state)
      2'b01:begin  
              data_o_nxt=A;
              case(H)
              'd0:data_in[7:0]=A;
              'd1:data_in[15:8]=A;
              'd2:data_in[23:16]=A; 
              'd3:data_in[31:24]=A;
              'd4:data_in[39:32]=A;
              'd5:data_in[47:40]=A;
              'd6:data_in[55:48]=A;
              'd7:data_in[63:56]=A;
              endcase
              case(L)
               'd0:data_in[7:0]=B;              
               'd1:data_in[15:8]=B;
               'd2:data_in[23:16]=B;
               'd3:data_in[31:24]=B;
               'd4:data_in[39:32]=B;
               'd5:data_in[47:40]=B;
               'd6:data_in[55:48]=B;
               'd7:data_in[63:56]=B;
              endcase
            end
        2'b10: begin
              data_in=data_in_reg;
                data_o_nxt= B;              
              end
       endcase
       end
end
always@(*) begin
  case(L_nxt)
    'd0:A_nxt=data_in[7:0];
    'd1:A_nxt=data_in[15:8];
    'd2:A_nxt=data_in[23:16]; 
    'd3:A_nxt=data_in[31:24];
    'd4:A_nxt=data_in[39:32];
    'd5:A_nxt=data_in[47:40];
    'd6:A_nxt=data_in[55:48];
    'd7:A_nxt=data_in[63:56];
  endcase
  case(H_nxt) 
     'd0:B_nxt=data_in[7:0];    
     'd1:B_nxt=data_in[15:8];
     'd2:B_nxt=data_in[23:16];
     'd3:B_nxt=data_in[31:24];
     'd4:B_nxt=data_in[39:32];
     'd5:B_nxt=data_in[47:40];
     'd6:B_nxt=data_in[55:48];
     'd7:B_nxt=data_in[63:56];
  endcase
end
always@(posedge clk or  negedge rst_n) begin
  if(!rst_n) begin
    last<=1'b1;
    state<=2'd0;
    data_reg0<=64'd0;
    data_reg1<=64'd0;
    data_o<=64'd0;  
    H<=8'd1;
    L<=8'd0;
    _max_<=8'd7;
    A<=8'h0;
    B<=8'h0;
    wr_en<=1'b0;
    en_reg<=1'b0;
    rdy<=1'b1;
  end
  else begin
    en_reg<=en;
    rdy<=rdy_nxt;
    last<=rdy_nxt?last:last_nxt;
    data_reg0<=data;
    data_reg1<=data_reg0;
    data_o<=rdy?data_o:data_o_nxt; 
    wr_en<=(en_reg|rdy)?1'b0:wr_en_nxt;
    state<=en_reg?2'd0:state_nxt;
    H<=(en_reg)?8'd1:(rdy_nxt)?H:H_nxt;
    L<=(en_reg)?8'd0:(rdy_nxt)?L:L_nxt; 
    _max_<=(en_reg)?'d7:(rdy_nxt)?_max_:_max_nxt;
    A<=(rdy_nxt)?A:A_nxt;
    B<=(rdy_nxt)?B:B_nxt;
    data_in_reg<=(en_reg)?data_reg0:data_in;
  end 
end
endmodule
==> flow/run.sh <==
#!/bin/bash
# OpenROAD 26Q1-2900-gdf79404cd8, Yosys 0.63+post, stock flow scripts
make -C /OpenROAD-flow-scripts/flow DESIGN_CONFIG=/design/flow/config.mk WORK_HOME=/design/flow/orfs finish
==> flow/config.mk <==
export PLATFORM = sky130hd
export DESIGN_NAME = bubble_sort
export DESIGN_NICKNAME = bubble_sort
export VERILOG_FILES = /design/flow/design.v
export SDC_FILE = /design/flow/constraint.sdc
export NUM_CORES = 4
export LEC_CHECK = 1
export CORE_UTILIZATION = 50
==> flow/constraint.sdc <==
current_design bubble_sort

set clk_period 5.5
set clk_io_pct 0.2

create_clock -name clk0 -period $clk_period [get_ports {clk}]

set non_clock_inputs [all_inputs -no_clocks]
set_input_delay [expr $clk_period * $clk_io_pct] -clock clk0 $non_clock_inputs
set_output_delay [expr $clk_period * $clk_io_pct] -clock clk0 [all_outputs]
==> results.cfg <==
; flow metrics
[synth]
most_common_cell = dfrtp_1
async_flop_share = 0.5960
yosys-top-cells-area = dfrtp_1 28%, edfxtp_1 19%, o21ai_0 4.4%, o22ai_1 3.9%, nor2_1 3.6%
synth_chip_area_um2 = 10080
synth.distinct_cells = 75
synth_area_leader_cell = dfrtp_1
synth_top_area_share = 0.2779
yosysWarnings = 1
common_cells = 112 x dfrtp_1, 98 x nor2_1, 89 x o21ai_0, 87 x nand2_1, 64 x edfxtp_1
postSynthAreaPerCell_um2 = 9.820
edf_count = 64
synth_flops = 198
ys.flop_type = dfrtp_1
yosys_cells = 1027
synthCells = 1027
syn_area_um2 = 10080

[pwr]
p_switching_w = 0.001878
ir_drop_uv = 222.1
p_int_w = 0.002957
p_sw_frac = 0.3884
pwr-share-comb = 0.346
p_clk_frac = 0.255
seq_power_share = 0.399
power_density_nw_per_um2 = 392.1
power_w = 0.004834
power_leakage_nw = 4.736

[final_timing]
layout_min_cycle_time_ns = 3.261
worst_pin_slew_ns = 1.040
unclocked_regs = 16
setup_viol = 0
rsz0062_at_grt = no
worst_slack_ns = 2.239
relSlewSlack = 0.3011
post-route-period-util = 0.5929
untimed_endpoints = 16
finalHoldViolCount = 0
clock_skew_ns = 0.01453
fmax_ghz = 0.3066
tns_ns = 0
drv_slew = 0

[critical_path]
reg2reg_to = data_in_reg[63]
worstSetupPathType = reg2reg
path_max_fanout = 13
cp-start-kind = flop
crit-reg2reg-launch = L[4]
worstRegToRegCells = 6
crit_arrival_ns = 3.57
worst_ep_required_time_ns = 5.81
cp-end-kind = flop
r2r_setup_slack_ns = 2.24

[detailed_routing]
insertedDiodeCount = 0
drt_iter0_markers = 971
via_per_inst = 6.550
wirelength_um = 35950
remaining_drc_errors = 0
detail-route-antenna-nets = 0
vias = 9236
wl_per_cell_um = 25.49
dr.pass1.iters = 6

[placement]
place_congestion = 1.057
place_ws_ns = 2.359
io_buffer_count = 140
place_hpwl_um = 25620
place_area_um2 = 11730

[clocking]
cts_buffer_depth = 2
cts_resized = 0
htree_levels = 4
clk_pin_slew_ns = 0.08
cts_setup_buffers = 0
numCtsBuffers = 17
cts_hold_buffers = 0
clock_latency_ns = 0.44
cts-root-buf = clkbuf_16
cts_tree = done

[flow_run]
drv_cap = 0
log.warning_count = 32

[grt]
grt_use_total = 0.3773
grt_overflow = 0
grt_pass1_wl_um = 53040
antenna_found_initial = 0
grt_pass1_vias = 8687
grt_max_degree = 118

[finish]
final_util = 0.6294
area_delta_synth_final_pct = 22.27
design_area_um2 = 12330
final_layout_size_suffix_gt1_frac = 0.08384

[floorplan]
boundaryPins = 141
core.rowCount = 51
fp_util = 0.5148
dieArea_um2 = 20740
dieHeight_um = 144.0
die_w_um = 144.0
fp.coreArea_um2 = 19590

[min_path]
whs_endpoint = last
hp-class = reg2reg
hold_start = last
hold_path_depth = 2

[status]
status = complete, no violations
[worst max-delay path, cell delays in order, from the launching register on]
cell and delay (ns):
dfrtp_1 0.41, or4_1 0.68, or4b_4 0.66, a2111oi_4 0.84
nor2_1 0.15, a211oi_1 0.28, a21o_1 0.11
[through the flow]
| stage | hold slack, ns | instances |
|---|---|---|
| after floorplan | 0.4669 | 1027 |
| after global placement | 0.4971 | 1378 |
| after detailed placement | 0.4940 | 1378 |
| after CTS | 0.5057 | 1410 |
| after global routing | 0.5214 | 1410 |
| final | 0.5043 | 1410 |
[cells by family (layout without fill, tap and decap cells)]
logic type	after synthesis	in the layout	synth area share
DFF	182	182	0.4841
xor gates and xnor gates	21	21	0.01824
AOI/OAI and AO/OA	366	366	0.2469
muxes	20	20	0.02134
adders and majority gates	15	15	0.01861
buffers and inverters	99	217	0.03908
and+or+nand+nor	308	308	0.1479
latches	16	16	0.02382
[placed cells by master, fill, tap and decap left out, types with 6 or more instances in the layout]
master and n:
nand3_1 23, a21oi_1 51, inv_1 21, clkdlybuf4s50_1 139, dfstp_2 6, o22a_1 27
nor4_1 8, clkbuf_16 17, o22ai_1 63, nor2b_1 6, dlxtn_1 16, a21o_1 13
nor2_1 97, buf_4 23, dfrtp_1 111, o2bb2ai_1 9, and3_1 11, a22o_1 10
ha_1 15, a2bb2oi_1 9, nand4_1 12, a211oi_1 15, a2111oi_0 6, nand2_1 87
nor3_1 14, xnor2_1 20, o21ai_0 89, a22oi_1 22, mux2i_1 8, nand2b_1 10
clkinv_8 6, mux2_2 12, edfxtp_1 64
[cell type report]
class,instances,area (µm²)
well taps,265,331.6
flip-flops and latches,198,5126
clock inverters,15,180.2
repair buffers,164,1595
clock buffers,17,425.4
multi-input cells,730,4593
inverters,21,78.83
fillers,1607,7259
[power groups by stage]
stage	registers, W	clock network (W)	logic [W]
after CTS	0.00191	0.00125	0.00161
after global routing	0.00194	0.00131	0.00176
final	0.00193	0.00123	0.00167
[layer usage]
metal / wire length [µm] / track usage
met2: 15350 / 0.5146
met4: 1700 / 0.1361
met5: 0 / 0
met1: 14450 / 0.5688
met3: 4446 / 0.1480
[how the worst max path moves through the flow]
stage,from,end,slack [ns]
6_report,L[4],data_in_reg[63],2.24
5_1_grt,H[4],L[4],2.11
4_1_cts,L[4],data_in_reg[63],2.32
Power and IR drop assume default switching activity.
